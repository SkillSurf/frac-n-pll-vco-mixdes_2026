==> design/flow/constraint.sdc <==
current_design dsm_top

set clk_period 4.9
set clk_io_pct 0.2

create_clock -name clk0 -period $clk_period [get_ports {clk_dsm}]
create_clock -name clk1 -period $clk_period [get_ports {sclk}]

set non_clock_inputs [all_inputs -no_clocks]
set_input_delay [expr $clk_period * $clk_io_pct] -clock clk0 $non_clock_inputs
set_output_delay [expr $clk_period * $clk_io_pct] -clock clk0 [all_outputs]
==> design/flow/config.mk <==
export PLATFORM = sky130hd
export DESIGN_NAME = dsm_top
export DESIGN_NICKNAME = dsm_top
export VERILOG_FILES = /design/flow/design.v
export SDC_FILE = /design/flow/constraint.sdc
export NUM_CORES = 4
export LEC_CHECK = 1
export CORE_AREA = 10 10 91 91
export DIE_AREA = 0 0 101 101
==> design/flow/design.v <==
module dsm_9bit (
    input  wire        clk,      
    input  wire        rst,    
    input  wire [8:0]  DI,       
    output reg         DO        
);
    reg signed [8:0] integrator;       
    reg signed [8:0] feedback_value;
    localparam signed [8:0] POS_LEVEL =  9'sd127;
    localparam signed [8:0] NEG_LEVEL = -9'sd128;
    always @(*) begin
        DO = (integrator >= 0);
        feedback_value = DO ? POS_LEVEL : NEG_LEVEL;
    end
    always @(posedge clk or posedge rst) begin
        if (rst)
            integrator <= 0;
        else
            integrator <= integrator + (DI - feedback_value);
    end
endmodule
module dsm_top (
    input  wire clk_dsm,       
    input  wire rst,         
    input  wire sclk,          
    input  wire sdata,         
    input  wire en,            
    output wire dout          
);
    wire [8:0] data_word;      
    shift_reg_serial u_shift (
        .sclk(sclk),
        .rst(rst),
        .en(en),
        .sdata(sdata),
        .q(data_word)
    );
    dsm_9bit u_dsm (
        .clk(clk_dsm),
        .rst(rst),
        .DI(data_word),
        .DO(dout)
    );
endmodule
module shift_reg_serial (
    input  wire sclk,      
    input  wire rst,     
    input  wire en,        
    input  wire sdata,     
    output reg  [8:0] q    
);
    always @(posedge sclk or posedge rst) begin
        if (rst)
            q <= 9'd0;
        else if (en)
            q <= {q[7:0], sdata};  
    end
endmodule
==> design/flow/run.sh <==
#!/bin/bash
# OpenROAD 26Q1-2900-gdf79404cd8, Yosys 0.63+post, stock flow scripts
make -C /OpenROAD-flow-scripts/flow DESIGN_CONFIG=/design/flow/config.mk WORK_HOME=/design/flow/orfs finish
==> impl_metrics.tcl <==
# flow metrics
set metrics [dict create \
    mux_share_pct 9.14 \
    yosysChipArea_mm2 0.00109 \
    cts.clk_slew.worst_paths_ns 0.05 \
    compound_area_share_pct 8.23 \
    setup_tns_ns 0 \
    drt_wl_total_um 1840 \
    synth-main-ff-cell "dfrtp_1" \
    wl_per_cell_um 10.2 \
    r2r-start "u_dsm.integrator[8]" \
    die_area_mm2 0.0102 \
    synth_flops 18 \
    syn_avg_cell_area_um2 11.8 \
    row_count 29 \
    clock-sinks 18 \
    area_delta_synth_final_pct 20.3 \
    post_cts_resized 0 \
    antenna_cells 0 \
    drt_pass1_iterations 2 \
    crit_path_end_kind "flop" \
    yosysTopAreaCellShare_pct 41.1 \
    xor_area_share_pct 5.60 \
    critPathMaxFanout 9 \
    slew_headroom_pct 54.9 \
    slew_violations 0 \
    topCellsByArea "dfrtp_1, fa_1, ha_1" \
    grt-ovfl-total 0 \
    post_cts_buffers 0 \
    grt_pass1_vias 761 \
    cts_tree "done" \
    crit_type "flop to flop" \
    maxCapViolations 0 \
    io-pin-count 6 \
    reg2reg_depth 6 \
    synth_cell_types 24 \
    top_cells_by_count "dfrtp_1, inv_1, ha_1, fa_1, mux2_2" \
    setup.worst_path.start_class "flop" \
    drtIter0Drc 31 \
    ff2ff_setup_slack_ns 2.34 \
    nFillCells 654 \
    top_area_cell "dfrtp_1" \
    hold_violations 0 \
    place_congestion 0.790 \
    synth-simple-area-share_pct 5.83 \
    crit_required_ns 5.00 \
    ys_cells 93 \
    grt_usage_pct 4.30 \
    cts_hold_buf 0 \
    synthMostInstantiatedCell "dfrtp_1" \
    dp_hpwl_um 1490 \
    worstReg2RegEnd "u_dsm.integrator[7]" \
    arrival_ns 2.66 \
    synth-edff-count 0 \
    drc 0 \
    antenna_found_initial 0 \
    crit_path_start "u_dsm.integrator[8]" \
    postSynthCellCount 93 \
    core_region_area_mm2 0.00635 \
    outcome "completed" \
    async_flop_share_pct 100 \
    die_x_um 101 \
    tightest_slew_ns 0.676 \
    yosysWarnings 2 \
    postSynthSeqShare_pct 41.1 \
    dpl.cell_count 173 \
    stdcell_count 181 \
    crit_path_end "u_dsm.integrator[7]" \
    syn_area_mm2 0.00109 \
    rsz0062_at_grt "no" \
    hp-class "flop to flop" \
    tool_warnings 26 \
    fp_util_pct 17.2 \
    antenna_left 0 \
    io_buffers 4 \
    setup_violations 0 \
    via_count 672 \
    final_layout_size_suffix_gt1_share_pct 15.4 \
    ys_sh_adder_pct 24.9 \
    grt_pass1_wl_um 3460 \
    grt_max_degree 19 \
    die_h_um 101 \
    vias_per_cell 3.71 \
    fin_skew_ns 0.00505 \
    top_logic_kind "adder cells" \
]
critical path, stage by stage, from the launching register on:
cell      delay [ns]
dfrtp_1         0.59
fa_1            0.52
ha_1            0.32
a211oi_1        0.37
nor3_2          0.09
mux2i_1         0.13
a2111o_1        0.39
per-layer routing:
metal,routed length (µm),up-vias,track usage (%),part of all wire (%)
li1,-,332,-,-
met1,802,325,5.08,44
met2,820,11,6.39,45
met5,0,-,0,0
met3,197,4,3.05,11
met4,19,0,0.643,1.0
flip-flops by register name (all words and copies together), names as in the netlist:
| register | cells |
|---|---|
| u_dsm.integrator | 9 |
| u_shift.q | 9 |
area by class of cell:
class | instances | area (µm²) | area share, %
Multi-Input combinational cell | 60 | 588 | 44.6
Sequential cell | 18 | 450 | 34.2
Tap cell | 77 | 96.3 | 7.31
Clock buffer | 8 | 90.1 | 6.84
Inverter | 14 | 52.6 | 3.99
Timing Repair Buffer | 4 | 40.0 | 3.04
cells in the final DEF, fill, tap and decap left out:
| master | count |
|---|---|
| nand4b_1 | 1 |
| xor2_1 | 2 |
| nand2b_1 | 1 |
| o21ai_0 | 3 |
| mux2i_1 | 1 |
| a31oi_1 | 1 |
| clkbuf_8 | 6 |
| dfrtp_1 | 18 |
| xnor2_1 | 5 |
| inv_1 | 14 |
| nor3_1 | 1 |
| a2111o_1 | 1 |
| o21bai_1 | 1 |
| nor2_1 | 3 |
| clkdlybuf4s50_1 | 4 |
| clkbuf_1 | 2 |
| nand2_2 | 1 |
| nand2_1 | 3 |
| fa_1 | 8 |
| mux2_2 | 8 |
| a21o_1 | 1 |
| nand3_1 | 1 |
| a21oi_1 | 7 |
| ha_1 | 9 |
| a211oi_1 | 1 |
| nor3_2 | 1 |
worst min path at each step:
stage            start  slack [ns]  cells after the start           end
4_1_cts   u_shift.q[7]        0.51                      1  u_shift.q[8]
5_1_grt   u_shift.q[7]        0.53                      1  u_shift.q[8]
6_report  u_shift.q[7]        0.51                      1  u_shift.q[8]
metrics by stage:
stage	cell area, µm²	hold slack (ns)	worst slack, ns	util [%]
after global routing	1320	0.533	2.14	20.7
after CTS	1320	0.514	2.27	20.7
after detailed placement	1230	0.501	2.28	19.3
after floorplan	1090	0.479	2.57	-
final	1320	0.508	2.34	20.7
after global placement	1230	0.494	2.33	19.3
cell families (layout without fill, tap and decap cells):
kind of cell | after synthesis | in the layout
XOR/XNOR | 7 | 7
AND-OR/OR-AND | 15 | 15
buffers and inverters | 15 | 26
multiplexers | 9 | 9
flip-flops | 18 | 18
adder cells (fa/ha/maj) | 17 | 17
AND/OR/NAND/NOR | 12 | 12
