===== flow/design.v =====
module DFF (
    input wire clk,
    input wire rst,
    input wire d,
    output reg q,
    output wire q_bar
);
    assign q_bar = ~q;
    always @(posedge clk or posedge rst) begin
        if (rst)
            q <= 1'b0;
        else
            q <= d;
    end
endmodule
module Divide_by_4 (
    input wire in,
    input wire rst,
    output wire out
);
    wire q1, q1_bar;
    wire q2, q2_bar;
    DFF dff1 (
        .clk(in),
        .rst(rst),
        .d(q1_bar),  
        .q(q1),
        .q_bar(q1_bar)
    );
    DFF dff2 (
        .clk(q1),
        .rst(rst),
        .d(q2_bar),  
        .q(q2),  
        .q_bar(q2_bar)
    );
    assign out = q2;
endmodule
module Frequency_Divider_240_248 (
    input wire freq_in,        
    input wire reset,          
    input wire select_mode,    
    output wire freq_out       
);
    wire dmd_in;                  
    wire clk_jk;                  
    wire mc_sig;                  
    wire b, c, d, c_bar, d_bar;   
    Divide_by_4 div4 (
        .in(freq_in),
        .rst(reset),
        .out(dmd_in)
    );
    Prescaler_4_5 pre45 (
        .clk(dmd_in),
        .rst(reset),
        .mc(mc_sig),
        .out(clk_jk)
    );
    Mod7_Counter mod7 (
        .clk(clk_jk),
        .rst(reset),
        .bit1(b),
        .bit2(c),
        .bit3(c_bar),
        .bit4(d_bar),
        .out(d)
    );
    Modulus_Controller mod_ctrl (
        .b(b),
        .c(c),
        .d(d),
        .c_bar(c_bar),
        .d_bar(d_bar),
        .select_in(select_mode),
        .mc(mc_sig)
    );
    Output_Div2 out_stg (
        .clk(d), 
        .rst(reset),
        .out(freq_out)
    );
endmodule
module JK_FF (
    input wire clk,
    input wire rst,
    input wire j,
    input wire k,
    output wire q,
    output wire q_bar
);
    wire d_in;
    wire q_curr, q_bar_curr;
    assign d_in = (j & q_bar_curr) | (~k & q_curr);
    DFF dff_inst (
        .clk(clk),
        .rst(rst),
        .d(d_in),
        .q(q),
        .q_bar(q_bar)
    );
    assign q_curr = q;
    assign q_bar_curr = q_bar;
endmodule
module Mod7_Counter (
    input wire clk,
    input wire rst,
    output wire bit1, bit2,
    output wire bit3, bit4,
    output wire out
);
    wire gate1_out, gate2_out, gate3_out;
    assign gate1_out = bit4 | bit3;
    assign gate2_out = bit1 | out;
    assign gate3_out = bit1 & bit2;
    JK_FF jk1 (.clk(clk), .rst(rst), .j(gate1_out), .k(1'b1), .q(bit1), .q_bar());
    JK_FF jk2 (.clk(clk), .rst(rst), .j(bit1), .k(gate2_out), .q(bit2), .q_bar(bit3));
    JK_FF jk3 (.clk(clk), .rst(rst), .j(gate3_out), .k(bit2), .q(out), .q_bar(bit4));
endmodule
module Modulus_Controller (
    input wire b,  
    input wire c,
    input wire d,  
    input wire c_bar,
    input wire d_bar,
    input wire select_in,   
    output wire mc
);
    wire logic_0, logic_1, logic_2;
    assign logic_0 = b;
    assign logic_1 = c_bar & d_bar;
    assign logic_2 = c & d & select_in;
    assign mc = logic_0 | logic_1 | logic_2;
endmodule
module Output_Div2 (
    input wire clk,
    input wire rst,
    output wire out
);
    wire q_out, q_bar_out;
    DFF dff_out (
        .clk(clk),
        .rst(rst),
        .d(q_bar_out),  
        .q(q_out),
        .q_bar(q_bar_out)
    );
    assign out = q_out;
endmodule
module Prescaler_4_5 (
    input wire clk,      
    input wire rst,
    input wire mc,      
    output wire out     
);
    wire q1_n, q2, q3;
    wire d1, d2, d3;
    wire mc_gated;
    assign d2 = q1_n;
    assign d3 = q2;
    assign mc_gated = mc | q3; 
    assign d1 = q2 & mc_gated;
    DFF ff1 (.clk(clk), .rst(rst), .d(d1), .q(), .q_bar(q1_n));
    DFF ff2 (.clk(clk), .rst(rst), .d(d2), .q(q2), .q_bar());
    DFF ff3 (.clk(clk), .rst(rst), .d(d3), .q(q3), .q_bar());
    assign out = q3;  
endmodule
module dsm_9bit (
    input  wire        clk,      
    input  wire        rst,    
    input  wire [8:0]  DI,       
    output reg         DO        
);
    reg signed [8:0] integrator;       
    reg signed [8:0] feedback_value;
    localparam signed [8:0] POS_LEVEL =  9'sd127;
    localparam signed [8:0] NEG_LEVEL = -9'sd128;
    always @(*) begin
        DO = (integrator >= 0);
        feedback_value = DO ? POS_LEVEL : NEG_LEVEL;
    end
    always @(posedge clk or posedge rst) begin
        if (rst)
            integrator <= 0;
        else
            integrator <= integrator + (DI - feedback_value);
    end
endmodule
module dsm_and_freq_divider (
    input wire freq_in,        
    input  wire rst,           
    input  wire sclk,          
    input  wire sdata,         
    input  wire en,            
    output wire freq_out       
);
    wire [8:0] data_word;      
    wire dout;                 
    shift_reg_serial u_shift (
        .sclk(sclk),
        .rst(rst),
        .en(en),
        .sdata(sdata),
        .q(data_word)
    );
    dsm_9bit u_dsm (
        .clk(freq_out),
        .rst(rst),
        .DI(data_word),
        .DO(dout)
    );
    Frequency_Divider_240_248 uut (
        .freq_in(freq_in), 
        .reset(rst), 
        .select_mode(dout), 
        .freq_out(freq_out)
    );
endmodule
module shift_reg_serial (
    input  wire sclk,      
    input  wire rst,     
    input  wire en,        
    input  wire sdata,     
    output reg  [8:0] q    
);
    always @(posedge sclk or posedge rst) begin
        if (rst)
            q <= 9'd0;
        else if (en)
            q <= {q[7:0], sdata};  
    end
endmodule

===== flow/run.sh =====
#!/bin/bash
# OpenROAD 26Q1-2900-gdf79404cd8, Yosys 0.63+post, stock flow scripts
make -C /OpenROAD-flow-scripts/flow DESIGN_CONFIG=/design/flow/config.mk WORK_HOME=/design/flow/orfs finish

===== flow/config.mk =====
export PLATFORM = sky130hd
export DESIGN_NAME = dsm_and_freq_divider
export DESIGN_NICKNAME = dsm_and_freq_divider
export VERILOG_FILES = /design/flow/design.v
export SDC_FILE = /design/flow/constraint.sdc
export NUM_CORES = 4
export LEC_CHECK = 1
export CORE_UTILIZATION = 30

===== flow/constraint.sdc =====
current_design dsm_and_freq_divider

set clk_period 1.0
set clk_io_pct 0.2

create_clock -name clk0 -period $clk_period [get_ports {freq_in}]
create_clock -name clk1 -period $clk_period [get_ports {sclk}]

set non_clock_inputs [all_inputs -no_clocks]
set_input_delay [expr $clk_period * $clk_io_pct] -clock clk0 $non_clock_inputs
set_output_delay [expr $clk_period * $clk_io_pct] -clock clk0 [all_outputs]

==> ci_impl_report.md <==
## PnR job results

| Metric | Value |
|---|---|
| DP Wirelength | `1630 µm` |
| Endpoints left unconstrained | `18` |
| Logic area | `644 µm²` |
| Worst R2R End | `u_shift.q[6]` |
| Critical Path Sink Type | `flop` |
| Flop area | `676 µm²` |
| Core area | `4410 µm²` |
| Filler Cells Inserted | `roughly 420` |
| H-tree lvl count | `1` |
| Type of origin of the critical path | `primary input` |
| Required time of the critical path | `roughly 1.1 ns` |
| Root buffer cell | `clkbuf_8` |
| Finish-stage setup viols | `0` |
| Initial antenna violation count | `0` |
| Gr usage total | `9.53%` |
| RePlAce Congestion | `0.813` |
| Synth-to-Final Area Change | `14.1%` |
| Chip Area | `a little under 5000 µm²` |
| Total CTS buffers | `3` |
| Vias | `804` |
| Die Y | `70.0 µm` |
| Hold/Removal Path Class | `in -> async` |
| Floorplan utilization | `31.4%` |
| ANT cells | `0` |
| DRT Wirelength | `2050 µm` |
| Initial DRC count | `11` |
| Clk slew on worst S/H paths | `0.04 ns` |
| Pins Over Slew Limit | `0` |
| # rows | `24` |
| Share of layout cells above drive strength 1 | `a little over an eighth` |
| Slew HR | `71.8%` |
| Port Buffer Count | `4` |
| Worst path arrival time | `0.94 ns` |
| CP max-delay cell | `mux2_2` |
| First-pass GRT wire length | `3710 µm` |
| Cell Type Count | `26` |
| Overflow after GRT | `0` |
| Max FO, Critical Path | `5` |
| R2r setup slk | `0.18 ns` |
| Max Root-Sink Buffers | `2` |
| Clock Skew | `0.000970 ns` |
| Cell Chain, Critical Path | `dlygate4sd2_1, buf_6, mux2_2` |
| Synthesized area | `1390 µm²` |
| Synth flops | `27` |
| Die X | `70.0 µm` |
| PnR worst setup slack | `0.167 ns` |
| Pin count of the biggest net entering global routing | `28` |
| Power per standard cell area | `1340 nW/µm²` |
| YS warnings | `3` |
| Iteration tally of the first detailed-router pass | `2` |
| Min Hold Slack | `0.296 ns` |
| Setup_tns | `0 ns` |
| Finished Core Util | `35.9%` |
| Crit-path max cell delay | `0.33 ns` |
| Pleak | `between 0.7 and 0.8 nW` |
| Layout Cells excl Fill | `176` |
| CTS tree | `yes` |
| R2r worst-path depth | `1` |
| Crit-path leading delay family | `buffers and inverters` |
| Place WS | `-0.308 ns` |
| Log Warnings | `27` |
| Wire per inst | `between 10 and 15 µm` |
| Dpl cells | `around 170` |
| Critical path class | `in -> reg` |
| Drt drc | `0` |
| Critical path buffer and inverter count | `2` |
| RSZ-0062 raised after global routing | `no` |
| Yosys chip area | `about 1400 µm²` |
| Yosys cell count | `approximately 110` |
| Via density | `4.57` |
| Maxcap violations | `0` |
| Final Hold Violation Tally | `0` |
| Reg2reg start | `u_shift.q[6]` |
| Post-synthesis cell count | `113` |
| Status | `finished, final reports clean` |
| Mean area per synthesized cell | `12.3 µm²` |
| Register pins left without a clock | `17` |
| Synth Seq Share | `48.7%` |
| Vias in the first global route | `~810` |
| Worst slew pin tran | `0.421 ns` |
| Worst IR Drop VDD | `482 µV` |
| Final ANT Viol Nets | `0` |
| Boundary Pins | `6` |
[cell type report]
type	count	share of cell area (%)
Clock buffer	4	2.85
Inverter	17	4.03
Multi-Input combinational cell	68	40.7
Sequential cell	27	42.7
Tap cell	52	4.11
Timing Repair Buffer	8	5.61
[flip-flops by register name (all words and copies together), names as in the netlist]
name                     flops
u_shift.q                    9
u_dsm.integrator             9
uut.mod7.jk2.dff_inst.q      1
uut.pre45.ff2.q              1
uut.div4.dff1.q              1
uut.mod7.jk3.dff_inst.q      1
uut.mod7.jk1.dff_inst.q      1
uut.out_stg.dff_out.q        1
uut.pre45.ff1.q              1
uut.div4.dff2.q              1
uut.pre45.ff3.q              1
[worst max-delay path by stage]
stage | startpoint | to | slack [ns] | depth (start not counted)
final | en | u_shift.q[6] | 0.17 | 3
after global routing | en | u_shift.q[8] | 0.15 | 3
after CTS | u_shift.q[6] | u_shift.q[6] | 0.18 | 1
[synthesized netlist by cell type]
library cell | number | area [µm²]
a211oi_1 | 1 | 7.51
nor3_1 | 1 | 5.00
xnor2_1 | 5 | 43.8
nand2_1 | 4 | 15.0
nand2_2 | 1 | 6.26
nand3_1 | 1 | 5.00
and3_1 | 1 | 6.26
a31oi_1 | 1 | 6.26
nand4b_1 | 1 | 8.76
nor2_1 | 4 | 15.0
xor2_1 | 2 | 17.5
mux2i_1 | 3 | 30.0
o21ai_0 | 3 | 15.0
inv_1 | 17 | 63.8
fa_1 | 8 | 160
a21oi_1 | 8 | 40.0
ha_1 | 9 | 113
a21o_1 | 1 | 7.51
nand2b_1 | 2 | 12.5
clkbuf_1 | 1 | 3.75
dfrtp_1 | 27 | 676
a2111o_1 | 1 | 11.3
nor3_2 | 1 | 10.0
mux2_2 | 8 | 90.1
o41a_1 | 1 | 11.3
o21bai_1 | 1 | 7.51
[repair_timing]
item,CTS,global route
endpoints found under the setup margin,8,0
hold buffers,0,0
resized,4,0
setup buffers,1,0
[metal layers]
metal,track usage [%],share of wire (%)
met1,16.3,51
met2,14.2,48
met3,1.02,0.73
met4,1.33,0
met5,0,0
[cell families after synthesis]
logic type / count (synthesis) / share of synthesized area (%)
AOI/OAI and AO/OA: 17 / 7.67
xor gates and xnor gates: 7 / 4.42
DFF: 27 / 48.7
muxes: 11 / 8.66
buffers and inverters: 18 / 4.87
and+or+nand+nor: 16 / 6.04
adders and majority gates: 17 / 19.7
[cells in the final DEF, fill, tap and decap left out]
cell type / count
buf_4: 1
nand2_1: 4
nand4b_1: 1
o21bai_1: 1
xor2_1: 2
nand2b_1: 2
xnor2_1: 5
o41a_1: 1
and3_1: 1
nand3_1: 1
mux2i_1: 3
dlygate4sd2_1: 1
a2111o_1: 1
mux2_2: 8
a31oi_1: 1
nand2_2: 1
a21o_1: 1
nor3_2: 1
o21ai_0: 3
buf_6: 2
fa_1: 8
nor2_1: 4
ha_1: 9
buf_12: 1
dfrtp_1: 27
a211oi_1: 1
clkdlybuf4s50_1: 3
inv_1: 17
clkbuf_1: 1
clkbuf_8: 3
a21oi_1: 8
nor3_1: 1
[power by group]
| part | switching, mW | internal [mW] |
|---|---|---|
| Clock | 0.132 | 0.277 |
| Combinational | 0.557 | 0.515 |
| Sequential | 0.101 | 0.533 |
| Total | 0.790 | 1.32 |
[metrics by stage]
step,area [µm²],total power [mW]
after floorplan,1390,1.47
after CTS,1580,2.15
after global routing,1580,2.31
after global placement,1520,1.68
after detailed placement,1520,1.70
final,1580,2.11
Power figures rest on the tool's default switching activity, not on a simulated workload.
